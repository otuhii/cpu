$ cat flow/run.sh
#!/bin/bash
# OpenROAD 26Q1-2900-gdf79404cd8, Yosys 0.63+post, stock flow scripts
make -C /OpenROAD-flow-scripts/flow DESIGN_CONFIG=/design/flow/config.mk WORK_HOME=/design/flow/orfs finish
$ cat flow/config.mk
export PLATFORM = sky130hd
export DESIGN_NAME = mem
export DESIGN_NICKNAME = mem
export VERILOG_FILES = /design/flow/design.v
export SDC_FILE = /design/flow/constraint.sdc
export NUM_CORES = 4
export LEC_CHECK = 1
export CORE_UTILIZATION = 30
export SYNTH_MEMORY_MAX_BITS = 65536
$ cat flow/constraint.sdc
current_design mem

set clk_period 101.3
set clk_io_pct 0.2

create_clock -name clk0 -period $clk_period [get_ports {clk}]

set non_clock_inputs [all_inputs -no_clocks]
set_input_delay [expr $clk_period * $clk_io_pct] -clock clk0 $non_clock_inputs
set_output_delay [expr $clk_period * $clk_io_pct] -clock clk0 [all_outputs]
$ cat flow/design.v
module mem(
	input clk,
	input we,
	input[15:0] addr,  
	input[15:0] valIn,
	output[15:0] valOut
);
	reg[15:0] memory[0:1023];
	assign valOut = memory[addr];
	always @ (posedge clk) begin 
		if (we) 
			memory[addr] = valIn;
	end
endmodule
==> results.cfg <==
; synthesis and place-and-route metrics
[power]
vdd_drop_max_uv = 16.3
p_per_area_nw_per_um2 = 19.4
leakagePower_nw = 236
p_total_mw = 14.0

[sta]
setup_ws_ps = 50500
slew_viol_final = 0
fin_crit_ps = 50800
setup_violations = 0
tns_ps = 0
max_freq_ghz = 0.0197
rsz0062_at_grt = false
finalHoldViolCount = 0
worstMarginPinSlew_ps = 1330
period_used_share = 0.502
slew_headroom = 0.110

[die]
chip_area_sq_um = 2090000
core-area_sq_um = 2080000
die_h_um = 1450
io_pins = 50
rows = 530
initCoreUtil = 0.301
fp.dieW_um = 1450

[worst_hold_path]
hold_class = in -> reg
min-delay-start = valIn[15]
hold_depth = 1
min_to = memory[814][15]

[yosys]
synth.top_cells.by_count = 16.4k x edfxtp_1, 5623 x mux2i_1, 2248 x o22ai_1, 1568 x nor2_1, 1384 x mux4_2
top_cells_by_area = edfxtp_1 79%, mux2i_1 9.0%, mux4_2 5.0%, o22ai_1 2.2%, nor2_1 0.94%
edf_count = 16400
ys_ff = 16400
synth_cell_types = 63
ys_chip_area_sq_um = 626000
syn_area_sq_um = 626000
yosysWarnings = 1
yosysTopAreaCellShare = 0.786
yosys.area.top_type = edfxtp_1
top_cell = edfxtp_1
synthArstFlopShare = 0
ys.flop_type = edfxtp_1
ys_seq_frac = 0.786
netlist_instances = 32100
avgSynthCellArea_sq_um = 19.5
ys_cells = 32100

[cts]
clkSlewWorstSetupHoldPaths_ps = 60
post_cts_buffers = 0
cts_hold_buf = 0
ctsLongestPathBuffers = 6
cts_tree = done
ctsResizeCount = 0
h-tree-depth = 7
cts_made_buffers = 1694
clock-sinks = 16400
clk_root_buffer_cell = clkbuf_16

[final_layout]
post-route-util = 0.348
drive_gt1_frac = 0.170
largest_reg_flops = 16400
fill_cells = 188000
design_area_sq_um = 724000
synthToLayoutAreaGrowth_pct = 15.6

[place]
routabilityCongestion = 0.892
dp_hpwl_um = 1110000
placed_area_sq_um = 671000
dp_slack_ps = 50470
io_buffers = 43

[setup_path]
required_ps = 81040
path_max_fanout = 46
slowest_delay_ps = 1110
path_buffers = 9
cp_top_family = buffers and inverters
crit_type = in -> out
end_kind = output pin
path_cells = buf_16, buf_4, buf_4, buf_4, buf_4, buf_4, buf_4, buf_4, mux2i_1, o22ai_1, nor3_1, o2111ai_1, nand4_1, nand4_1, or4_1, or3_1, clkdlybuf4s50_1
cp.arrival_ps = 30540
slowest_stage = or4_1
cp-start-kind = input port
crit_path_frequent_cell = buf_4

[routing]
wire_per_inst_um = 28.5
first_pass_iters = 5
vias_per_cell = 5.04
drc_errors = 0
drt_wl_total_um = 1810000
drt_iter0_drc = 21000
dr_total_vias = 320000
postRouteAntennaNets = 0

[job]
tool_warnings = 82
maxCapViolCount = 0

[grt]
grt_overflow = 0
grt_pass1_wl_um = 2530000
grt_antenna_before_repair = 205
first_global_vias = 343000
grt_max_degree = 116
grtUsageTotal = 0.182

[status]
outcome = completed
-- power by group --
part	switching [mW]	leakage, nW	internal (mW)
Clock	2.50	25.5	3.42
Sequential	0.000930	147	7.46
Combinational	0.448	63.4	0.185
-- metal layers --
layer / share of wire / vias up / wire length (um) / GRT usage
li1: - / 136000 / - / -
met4: 0.045 / 281 / 82000 / 0.0716
met3: 0.21 / 3490 / 377000 / 0.177
met2: 0.46 / 21400 / 826000 / 0.267
met5: 0.0030 / - / 5430 / 0.0242
met1: 0.29 / 159000 / 520000 / 0.167
-- kinds of logic after synthesis --
| group | after synthesis | synth area share |
|---|---|---|
| AND/OR/NAND/NOR | 3026 | 0.0220 |
| flip-flops | 16400 | 0.786 |
| AND-OR/OR-AND | 3717 | 0.0382 |
| buffers and inverters | 1979 | 0.0137 |
| multiplexers | 7026 | 0.140 |
-- stage by stage --
step,std cells,hold slack [ps]
after detailed placement,60100,20700
after floorplan,32100,20360
after global placement,60100,20690
after global routing,63300,19320
final,63500,19320
after CTS,63100,19250
-- worst max-delay path by stage --
stage,startpoint,endpoint,slack (ps),cells past startpoint
global route,addr[0],valOut[9],49830,17
CTS,addr[0],valOut[9],50390,17
finish,addr[1],valOut[4],50500,17
-- area by class of cell --
class                           count  area, sq um  area share
Sequential cell                 16400       492000       0.680
Multi-Input combinational cell  13800       126000       0.174
Clock buffer                     2070        44200      0.0610
Tap cell                        27700        34600      0.0478
Timing Repair Buffer             2306        18100      0.0250
Clock inverter                    916         8000      0.0110
Antenna cell                      371          928     0.00128
Inverter                            2         15.0   0.0000207
-- placed cells by master, fill, tap and decap left out, types with 91 or more instances in the layout --
cell,count
a21oi_1,124
nand2_1,255
nor3_1,365
edfxtp_1,16400
nor4_1,326
clkinv_2,299
nand3_1,202
buf_4,2219
o2111ai_1,184
bufinv_16,134
mux4_2,1384
a22oi_1,345
nor2_1,1549
clkbuf_1,358
diode_2,371
o22a_1,91
mux2i_1,5623
o22ai_1,2248
o21ai_0,520
clkinv_1,388
clkbuf_16,1712
Power figures rest on the tool's default switching activity, not on a simulated workload.
